## design.v

```verilog
`timescale 1ns/1ps
`default_nettype none
module top #(
  parameter integer F_CLK_HZ            = 25_000_000,
  parameter         BTN_ACTIVE_LOW      = 1,   
  parameter         TEST_ACTIVE_LOW     = 0,   
  parameter         LEDEN_ACTIVE_LOW    = 0,   
  parameter integer DB_MS               = 5,
  parameter integer LONG_PRESS_MS       = 1000,  
  parameter integer NORMAL_SECS         = 30,
  parameter integer TEST_SECS           = 3,
  parameter integer DIV_O3_TOGGLE       = F_CLK_HZ/2,  
  parameter integer DIV_LED_TOGGLE      = F_CLK_HZ/2,  
  parameter integer DIV_O5_TOGGLE       = F_CLK_HZ/4   
)(
  input  wire clk,
  input  wire I1, I4, I5,   
  output reg  led,
  output reg  O1, O2, O3, O4, O5
);
  wire start_in = BTN_ACTIVE_LOW   ? ~I1 : I1;
  wire stop_in  = BTN_ACTIVE_LOW   ? ~I2 : I2;
  wire rst_in   = BTN_ACTIVE_LOW   ? ~I3 : I3;
  wire test_in  = TEST_ACTIVE_LOW  ? ~I4 : I4;    
  wire leden_in = LEDEN_ACTIVE_LOW ? ~I5 : I5;    
  reg start_s0, start_s1, stop_s0, stop_s1, rst_s0, rst_s1, test_s0, test_s1, leden_s0, leden_s1;
  always @(posedge clk) begin
    start_s0 <= start_in;  start_s1 <= start_s0;
    stop_s0  <= stop_in;   stop_s1  <= stop_s0;
    rst_s0   <= rst_in;    rst_s1   <= rst_s0;
    test_s0  <= test_in;   test_s1  <= test_s0;
    leden_s0 <= leden_in;  leden_s1 <= leden_s0;
  end
  wire start_lvl = start_s1;
  wire stop_lvl  = stop_s1;
  wire rst_lvl   = rst_s1;
  wire test_lvl  = test_s1;      
  wire leden_lvl = leden_s1;     
  function integer DB_MAX; DB_MAX = (F_CLK_HZ/1000)*DB_MS; endfunction
  localparam integer DBW = ( ( (F_CLK_HZ/1000)*DB_MS ) <= 1 ) ? 1 : $clog2( (F_CLK_HZ/1000)*DB_MS );
  reg [DBW-1:0] db_cnt_st, db_cnt_sp, db_cnt_rs;
  reg start_state, stop_state, rst_state;
  always @(posedge clk) begin
    if (start_lvl == start_state) db_cnt_st <= {DBW{1'b0}};
    else if (db_cnt_st == DB_MAX()-1) begin
      start_state <= start_lvl;
      db_cnt_st   <= {DBW{1'b0}};
    end else db_cnt_st <= db_cnt_st + 1'b1;
  end
  always @(posedge clk) begin
    if (stop_lvl == stop_state) db_cnt_sp <= {DBW{1'b0}};
    else if (db_cnt_sp == DB_MAX()-1) begin
      stop_state <= stop_lvl;
      db_cnt_sp  <= {DBW{1'b0}};
    end else db_cnt_sp <= db_cnt_sp + 1'b1;
  end
  always @(posedge clk) begin
    if (rst_lvl == rst_state) db_cnt_rs <= {DBW{1'b0}};
    else if (db_cnt_rs == DB_MAX()-1) begin
      rst_state <= rst_lvl;
      db_cnt_rs <= {DBW{1'b0}};
    end else db_cnt_rs <= db_cnt_rs + 1'b1;
  end
  reg start_state_d, stop_state_d, rst_state_d;
  always @(posedge clk) begin
    start_state_d <= start_state;
    stop_state_d  <= stop_state;
    rst_state_d   <= rst_state;
  end
  wire start_rise = start_state & ~start_state_d;
  wire stop_rise  = stop_state  & ~stop_state_d;
  wire rst_rise   = rst_state   & ~rst_state_d;
  typedef enum reg [1:0] {IDLE, M1_ON, M2_ON} state_t;
  reg [1:0] st, st_nxt;   
  localparam integer MAX_CYC = NORMAL_SECS*F_CLK_HZ;
  localparam integer TW      = (MAX_CYC <= 1) ? 1 : $clog2(MAX_CYC);
  reg [TW-1:0] tcnt;
  reg          timeup;
  wire [TW-1:0] target_cycles = test_lvl ? (TEST_SECS*F_CLK_HZ) : (NORMAL_SECS*F_CLK_HZ);
  wire          timer_en      = (st==M1_ON) || (st==M2_ON);
  always @(posedge clk) begin
    if (!timer_en) begin
      tcnt   <= {TW{1'b0}};
      timeup <= 1'b0;
    end else begin
      if (tcnt == target_cycles-1) begin
        tcnt   <= {TW{1'b0}};
        timeup <= 1'b1;
      end else begin
        tcnt   <= tcnt + 1'b1;
        timeup <= 1'b0;
      end
    end
  end
  always @* begin
    st_nxt = st;
    case (st)
      IDLE:   if (start_rise) st_nxt = M1_ON;
      M1_ON:  if (rst_rise)   st_nxt = IDLE;
              else if (stop_rise)  st_nxt = IDLE;
              else if (timeup)     st_nxt = M2_ON;
      M2_ON:  if (rst_rise)   st_nxt = IDLE;
              else if (stop_rise)  st_nxt = IDLE;
              else if (timeup)     st_nxt = M1_ON;
      default: st_nxt = IDLE;
    endcase
  end
  always @(posedge clk) begin
    if (rst_rise) st <= IDLE;
    else          st <= st_nxt;
  end
  always @* begin
    case (st)
      IDLE:   begin O1=1'b0; O2=1'b0; O4=1'b0; end
      M1_ON:  begin O1=1'b1; O2=1'b0; O4=1'b1; end
      M2_ON:  begin O1=1'b0; O2=1'b1; O4=1'b1; end
      default:begin O1=1'b0; O2=1'b0; O4=1'b0; end
    endcase
  end
  localparam integer O3W  = (DIV_O3_TOGGLE  <= 1) ? 1 : $clog2(DIV_O3_TOGGLE );
  localparam integer O5W  = (DIV_O5_TOGGLE  <= 1) ? 1 : $clog2(DIV_O5_TOGGLE );
  localparam integer LEDW = (DIV_LED_TOGGLE <= 1) ? 1 : $clog2(DIV_LED_TOGGLE);
  reg [O3W-1:0]  div_o3;
  reg [O5W-1:0]  div_o5;
  reg [LEDW-1:0] div_led;
  always @(posedge clk) begin
    if (!O4) begin
      div_o3 <= {O3W{1'b0}};
      O3     <= 1'b0;
    end else begin
      if (div_o3 == DIV_O3_TOGGLE-1) begin
        div_o3 <= {O3W{1'b0}};
        O3     <= ~O3;
      end else begin
        div_o3 <= div_o3 + 1'b1;
      end
    end
  end
  always @(posedge clk) begin
    if (div_o5 == DIV_O5_TOGGLE-1) begin
      div_o5 <= {O5W{1'b0}};
      O5     <= ~O5;
    end else begin
      div_o5 <= div_o5 + 1'b1;
    end
  end
  always @(posedge clk) begin
    if (!leden_lvl) begin
      div_led <= {LEDW{1'b0}};
      led     <= 1'b0;
    end else begin
      if (div_led == DIV_LED_TOGGLE-1) begin
        div_led <= {LEDW{1'b0}};
        led     <= ~led;
      end else begin
        div_led <= div_led + 1'b1;
      end
    end
  end
endmodule
`default_nettype wire
```

## run.sh

```bash
#!/bin/bash
# OpenROAD 26Q1-2900-gdf79404cd8, Yosys 0.63+post, stock flow scripts
make -C /OpenROAD-flow-scripts/flow DESIGN_CONFIG=/design/flow/config.mk WORK_HOME=/design/flow/orfs finish
```

## config.mk

```make
export PLATFORM = sky130hd
export DESIGN_NAME = top
export DESIGN_NICKNAME = top
export VERILOG_FILES = /design/flow/design.v
export SDC_FILE = /design/flow/constraint.sdc
export NUM_CORES = 4
export LEC_CHECK = 1
export CORE_UTILIZATION = 50
```

## constraint.sdc

```tcl
current_design top

set clk_period 4.6
set clk_io_pct 0.2

create_clock -name clk0 -period $clk_period [get_ports {clk}]

set non_clock_inputs [all_inputs -no_clocks]
set_input_delay [expr $clk_period * $clk_io_pct] -clock clk0 $non_clock_inputs
set_output_delay [expr $clk_period * $clk_io_pct] -clock clk0 [all_outputs]
```

==> results.cfg <==
; flow metrics
[setup_path]
required_ns = 3.68
cpPeakStageDelay_ns = 0.42
reg2reg_depth = 6
cp_slowest_cell = clkdlybuf4s50_1
crit_path_start_kind = flip-flop
cp.arrival_ns = 1.74
crit_chain = nor2_1 -> inv_1 -> clkdlybuf4s50_1
path_class = flip-flop to output pin
critPathMaxFanout = 5
critPathCaptureType = output pin

[clocking]
cts.repair.resized = 0
htree_levels = 4
tritoncts = done
cts_buffer_depth = 2
cts_root_buffer = clkbuf_8
cts_made_buffers = 17
clock_latency_ns = 0.51
clkTransAtPathRegs_ns = 0.06
cts_hold_buf = 0
numClockSinks = 133
post_cts_buffers = 0

[floorplanning]
initCoreUtil_pct = 51.54
io_pins = 10
rows = 38
die_area_um2 = 11650
core_um2 = 10890
die_x_um = 107.9
dieHeight_um = 107.9

[logic_synthesis]
avgSynthCellArea_um2 = 9.066
yosys_area_um2 = 5612
most_common_cell = dfxtp_1
synth_warnings = 5
numSynthFlops = 133
synth_area_um2 = 5612
area_leaders = dfxtp_1 46%, xor2_1 11%, nor2_1 8.3%
ys.flop_type = dfxtp_1
syn_inst = 619
synth_top_cell_by_area = dfxtp_1
synth_top_area_share_pct = 46.38
async_flop_share_pct = 0
edf_count = 3
top_cells_by_count = 130 x dfxtp_1, 124 x nor2_1, 70 x xor2_1
synth.distinct_cells = 50
yosys_cells = 619
postSynthSeqShare_pct = 47.98

[worst_hold_path]
hold_class = flip-flop to flip-flop
holdPathStages = 0

[grt]
grt_pass1_wl_um = 16730
use_met3_pct = 4.417
use_met2_pct = 26.84
grt.total_usage_pct = 18.01
globalRoute.totalOverflow = 0
grt_pass1_vias = 3764
grtUsageMet1_pct = 28.03
grt_max_degree = 30
grt_antenna_before_repair = 0
busiest_layer = met1

[timing]
hold_viol_final = 0
rsz0062_at_grt = no
fin_setup_tns_ns = 0
min_period_ns = 2.659
fmax_mhz = 376.0
drv_slew = 0
tightest_slew_ns = 0.9241
fin_crit_sh_pct = 57.82
setup_viol = 0
relSlewSlack_pct = 37.88
finClkSkew_ns = 0.004264

[route]
wire_per_inst_um = 12.00
antenna_left = 0
antenna_cells = 0
drt-initial-drc-count = 183
drt-total-wl_um = 9444
vias = 4053
drc = 0
first_pass_iters = 4
via_per_inst = 5.150

[power_and_ir_drop]
peakVddDrop_mv = 0.2868
p_switching_mw = 0.4776
p_leak_nw = 2.264
p_int_mw = 2.053
comb_power_share_pct = 0.7
power.share.clock_pct = 53.1
pwr_density_cell_nw_per_um2 = 393.9
p_sw_share_pct = 18.87
seqPwrFrac_pct = 46.2

[final_layout]
fin_util_pct = 59.00
syn_to_final_growth_pct = 14.47
drive_above_1_share_pct = 6.955
fill_cells = 935

[flow_run]
cap_viol_max_count = 0
tool_warnings = 25

[place]
portBuffers = 9
place_congestion = 0.8029
dp_hpwl_um = 6083

[outcome]
status = finished, final reports clean
## cells in the final DEF (no fill, tap or decap), types with 14 or more instances in the layout
cell type,n
dfxtp_1,130
nor2_1,124
xor2_1,70
nand3_1,57
xnor2_1,35
nand2_1,34
nand4_1,28
and3_1,19
clkbuf_16,17
nor3_1,16
inv_1,14
## routing by layer
layer | vias up | wire [um]
li1 | 2151 | -
met1 | 1856 | 5026
met2 | 36 | 3982
met3 | 10 | 303
met4 | 0 | 131
met5 | - | 0
## power groups by stage
stage | Combinational [mW] | Clock, mW | Sequential (mW)
after global routing | 0.0190 | 1.44 | 1.17
final | 0.0165 | 1.34 | 1.17
after CTS | 0.0169 | 1.38 | 1.17
## flip-flops by register name, indices dropped and copies added (netlist names), named ones only
name and flops:
O3 1, led 1, start_state 1, timeup 1, test_s0 1, start_s1 1
start_state_d 1, div_o3 24, div_led 24, db_cnt_st 17, test_s1 1, O5 1
tcnt 30, start_s0 1, st 2, leden_s0 1, leden_s1 1, div_o5 23
## stage by stage
stage / hold slack (ns) / area [um^2] / instances / total power, mW / setup WS, ns
3_5_place_dp: 0.3121 / 5823 / 755 / 1.210 / 2.439
4_1_cts: 0.3256 / 6424 / 787 / 2.565 / 1.877
2_1_floorplan: 0.3096 / 5612 / 619 / 1.204 / 2.734
5_1_grt: 0.3380 / 6424 / 787 / 2.624 / 1.779
6_report: 0.3268 / 6424 / 787 / 2.530 / 1.941
3_3_place_gp: 0.3099 / 5823 / 755 / 1.210 / 2.461
## logic make-up after synthesis
| family | count (synthesis) | synth area share [%] |
|---|---|---|
| fa+ha+maj | 5 | 1.115 |
| mux | 1 | 0.2007 |
| simple gates | 326 | 29.72 |
| buf+inv | 31 | 2.430 |
| xor+xnor | 105 | 16.39 |
| flops | 133 | 47.98 |
| compound gates | 18 | 2.163 |
## path summary, 6_finish.rpt
path | startpoint | to | slack, ns
worst max register to register | tcnt[0] | tcnt[14] | 2.49
worst min-delay path | start_s0 | start_s1 | 0.33
worst max-delay path | flip-flop | O4 | 1.94
worst min register to register | start_s0 | start_s1 | 0.33
## critical path, delay by kind of cell, from the launching register on
family / cells / cell delay [ns]
simple gates: 1 / 0.30
buf+inv: 2 / 0.53
flops: 1 / 0.40
## layout make-up
class                   count  area (um^2)  area share, %
multi-input cells         455         2783          43.32
repair buffers             13        120.1          1.870
clock inverters             9        122.6          1.909
well taps                 140        175.2          2.727
flip-flops and latches    133         2693          41.92
inverters                  14        52.55         0.8181
clock buffers              23        478.0          7.441
Power is estimated from default activity; no workload was simulated.
